[/design/flow/run.sh]
#!/bin/bash
# OpenROAD 26Q1-2900-gdf79404cd8, Yosys 0.63+post, stock flow scripts
make -C /OpenROAD-flow-scripts/flow DESIGN_CONFIG=/design/flow/config.mk WORK_HOME=/design/flow/orfs finish
[/design/flow/config.mk]
export PLATFORM = sky130hd
export DESIGN_NAME = flash
export DESIGN_NICKNAME = flash
export VERILOG_FILES = /design/flow/design.v
export SDC_FILE = /design/flow/constraint.sdc
export NUM_CORES = 4
export LEC_CHECK = 1
export CORE_UTILIZATION = 30
[/design/flow/constraint.sdc]
current_design flash

set clk_period 7.7
set clk_io_pct 0.2

create_clock -name clk0 -period $clk_period [get_ports {clk}]

set non_clock_inputs [all_inputs -no_clocks]
set_input_delay [expr $clk_period * $clk_io_pct] -clock clk0 $non_clock_inputs
set_output_delay [expr $clk_period * $clk_io_pct] -clock clk0 [all_outputs]
[/design/flow/design.v]
`timescale 1ns / 1ps
module flash(clk, reset, fl_req_i, fl_we_i, reg_addr_i, reg_wdata_i, reg_mask_i,
    reg_rdata_o, fl_int_o, fl_int_rst_i);
input   clk;
input   reset;
input           fl_req_i;
input           fl_we_i;
input   [31:0]  reg_addr_i;
input   [31:0]  reg_wdata_i;
input   [3:0]   reg_mask_i;
output  [31:0]  reg_rdata_o;
output          fl_int_o;
input           fl_int_rst_i;
reg     [31:0]  flash [7:0];
assign reg_rdata_o  = flash[reg_addr_i];
assign fl_int_o     = 1'd0;
always @(posedge clk) begin
    if (reset) begin
        flash[0] <= 31'd0;
        flash[1] <= 31'd0;
        flash[2] <= 31'd0;
        flash[3] <= 31'd0;
        flash[4] <= 31'd0;
        flash[5] <= 31'd0;
        flash[6] <= 31'd0;
        flash[7] <= 31'd0;
    end else begin
        if (fl_req_i) begin
            if (fl_we_i && reg_mask_i[0])
                flash[reg_addr_i[31:2]] [7:0]   <= reg_wdata_i[7:0];
            if (fl_we_i && reg_mask_i[1])
                flash[reg_addr_i[31:2]] [15:8]  <= reg_wdata_i[15:8];
            if (fl_we_i && reg_mask_i[2])
                flash[reg_addr_i[31:2]] [23:16] <= reg_wdata_i[23:16];
            if (fl_we_i && reg_mask_i[3])
                flash[reg_addr_i[31:2]] [31:24] <= reg_wdata_i[31:24];
        end
    end
end
endmodule
==> results_dict.tcl <==
# place-and-route summary
set metrics [dict create \
    status "complete, no violations" \
    yosysTopAreaCell "edfxtp_1" \
    wl_per_cell_um 20.1 \
    nFillCells 3643 \
    cts_made_buffers 25 \
    grt_pass1_wl_um 42600 \
    slowest_stage "mux4_1" \
    avgSynthCellArea_um2 15.4 \
    finalHoldViolations 0 \
    yosysUniqueCellTypes 19 \
    ys_cells 769 \
    ir_worst_vdd_uv 138 \
    reg_top3 "flash x256" \
    clock.fmax_mhz 181 \
    chipHeight_um 201 \
    synth.area.mux_share_pct 17.0 \
    regMostFlops "flash" \
    period_needed_ns 5.52 \
    netlist_logic_family_top "multiplexers" \
    io_buffer_count 76 \
    path_max_fanout 33 \
    slowest_delay_ns 0.65 \
    cts_resized 0 \
    clockBufferDepth 3 \
    synthTopCellsByCount "256 x edfxtp_1, 256 x nor3_1, 56 x clkbuf_1, 56 x mux4_1" \
    cts-hold-fix-buffers 0 \
    setup-violations-final 0 \
    finalClockPeriodUsage_pct 71.8 \
    place.gp.congestion 0.755 \
    dieWidth_um 201 \
    antenna-diode-count 0 \
    sequentialPowerShare_pct 53.5 \
    whs_path_depth 3 \
    crit_path_frequent_cell "buf_4" \
    edf_count 256 \
    tritoncts "done" \
    cts_max_level 1 \
    final_cells 1373 \
    maxCapViolCount 0 \
    drive_gt1_share_pct 14.4 \
    cts-root-buf "clkbuf_16" \
    area_leaders "edfxtp_1 65%, mux4_1 12%, nor3_1 11%, mux2_2 3.0%, o21bai_1 2.0%" \
    crit_path_start_kind "input pin" \
    grt_usage_pct 14.8 \
    cp.required_ns 6.16 \
    vias_per_cell 5.02 \
    ys_warn_count 1 \
    cp.depth 5 \
    grt_pass1_vias 7351 \
    cp-end-kind "output port" \
    pwr-share-comb_pct 9.9 \
    final-seq-area_um2 7690 \
    vias 6893 \
    drt-total-wl_um 27600 \
    numSynthFlops 256 \
    clkPwrFrac_pct 36.6 \
    synthXorXnorAreaFrac_pct 0 \
    fp-row-count 72 \
    largest_reg_flops 256 \
    arrival_ns 3.98 \
    ant_nets 0 \
    switchingPower_mw 0.646 \
    clock_sinks 256 \
    tightest_slew_ns 0.770 \
    antenna_found_initial 0 \
    cts_setup_buffers 0 \
    relSlewSlack_pct 48.6 \
    critPathKind "input pin to output port" \
    grt_max_degree 73 \
    yosys.stat.chipArea_um2 11800 \
    initCoreUtil_pct 30.5 \
    ys_seq_share_pct 65.0 \
    grt_remaining_overflow 0 \
    tns_ns 0 \
    clk_pin_slew_ns 0.06 \
    drt-initial-drc-count 275 \
    ys_sh_adder_pct 0 \
    cp_num_buf_inv 3 \
    cp_cell_sequence "buf_4 > buf_4 > mux4_1 > mux2_2 > clkdlybuf4s50_1" \
    crit_family "buffers and inverters" \
    warnings 53 \
    syn_area_um2 11800 \
    core_area_um2 38700 \
    dp_hpwl_um 15800 \
    p_leak_nw 4.28 \
    syn_inst 769 \
    dr.pass1.iters 6 \
    hp-class "input pin to flop" \
    ioPinCount 106 \
    simple_gate_share_pct 11.6 \
    swShare_pct 21.3 \
    area_growth_pct 17.9 \
    chipArea_um2 40200 \
    mi_logic_area_um2 3640 \
    dpl.cell_count 1330 \
    top_cell_area_share_pct 65.0 \
    p_int_mw 2.38 \
    p_per_area_nw_per_um2 217 \
    final_max_slew_viol_count 0 \
    rsz0062_at_grt "false" \
    async_flop_share_pct 0 \
    drc_errors 0 \
    yosys.area_share.aoi_pct 2.03 \
    ff_type "edfxtp_1" \
]
per-stage QoR:
step	util [%]	hold slack [ns]	area, um2	setup slack [ns]	power, mW
floorplan	-	1.87	11800	3.56	1.81
global placement	34.1	2.34	13200	2.07	1.95
detailed placement	34.1	2.33	13200	2.08	1.96
CTS	36.0	1.79	13900	2.08	3.06
global route	36.0	1.82	13900	2.02	3.14
finish	36.0	1.81	13900	2.18	3.03
final timing paths:
kind / start / endpoint
worst max-delay path: reg_addr_i[0] / reg_rdata_o[22]
worst min-delay path: reg_wdata_i[27] / flash[3][27]
cells by family (layout without fill, tap and decap cells):
group	Yosys count	in the layout
flip-flops	256	256
AND-OR/OR-AND	32	32
AND/OR/NAND/NOR	268	268
other	1	1
buffers and inverters	116	202
multiplexers	96	96
final cells by class:
class | count | area share (%)
timing repair buffer | 127 | 8.11
tap | 518 | 4.65
multi-input combinational | 397 | 26.1
clock inverter | 8 | 0.422
clock buffer | 35 | 4.76
inverter | 32 | 0.861
sequential | 256 | 55.1
routing by layer:
metal  share of wire, %  vias to the layer above  track usage [%]
li1                   -                     3234                -
met1                 38                     3345             19.1
met2                 50                      271             24.4
met3                9.4                       43             6.16
met4                2.1                        0             2.62
met5                  0                        -                0
power groups by stage:
stage	clock network, mW	logic [mW]	registers [mW]
CTS	1.13	0.309	1.62
global route	1.18	0.326	1.63
finish	1.11	0.301	1.62
layout by cell type, fill, tap and decap left out, drive strengths merged, types with 4 or more instances in the layout:
cell	instances
buf	54
clkbuf	35
clkdlybuf4s50	73
clkinv	39
edfxtp	256
mux2	32
mux4	64
nand4b	4
nor3	256
o21bai	32
tightest hold or removal path: stages:
cell	delay [ns]
clkdlybuf4s50_1	0.40
clkinv_1	0.14
nor3_1	0.07
Power is estimated from default activity; no workload was simulated.
