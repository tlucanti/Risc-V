==> flow/design.v <==
`timescale 1ns / 1ps
module miriscv_alu (operator_i, operand_a_i, operand_b_i, result_o, flag_o);
input		[5-1:0]	operator_i;
input		[31:0]				operand_a_i;
input		[31:0]				operand_b_i;
output 		[31:0]				result_o;
output 							flag_o;
assign	result_o	= alu_solve(operator_i, operand_a_i, operand_b_i);
assign	flag_o		= alu_compare(operator_i, operand_a_i, operand_b_i);
function automatic [31:0] alu_solve;
	input [5-1:0] operator_i;
	input [31:0] operand_a_i;
	input [31:0] operand_b_i;
	begin
		case (operator_i)
			5'b00000: alu_solve = operand_a_i  +  operand_b_i;
			5'b01000: alu_solve = operand_a_i  -  operand_b_i;
			5'b00100: alu_solve = operand_a_i  ^  operand_b_i;
			5'b00110 : alu_solve = operand_a_i  |  operand_b_i;
			5'b00111: alu_solve = operand_a_i  &  operand_b_i;
			5'b00101: alu_solve = operand_a_i >>  operand_b_i;
			5'b00001: alu_solve = operand_a_i <<  operand_b_i;
			5'b11110: alu_solve = operand_a_i  <  operand_b_i;
			5'b11111: alu_solve = operand_a_i >=  operand_b_i;
			5'b11000 : alu_solve = operand_a_i ==  operand_b_i;
			5'b11001 : alu_solve = operand_a_i !=  operand_b_i;
			5'b01101: alu_solve = $signed(operand_a_i) >>> $signed(operand_b_i);
			5'b11100: alu_solve = $signed(operand_a_i)  <  $signed(operand_b_i);
			5'b11101: alu_solve = $signed(operand_a_i) >=  $signed(operand_b_i);
		endcase
	end
endfunction
function automatic [31:0] alu_compare;
	input [5-1:0] operator_i;
	input [31:0] operand_a_i;
	input [31:0] operand_b_i;
	begin
		case (operator_i)
			5'b00000: alu_compare = 32'b0;
			5'b01000: alu_compare = 32'b0;
			5'b00100: alu_compare = 32'b0;
			5'b00110 : alu_compare = 32'b0;
			5'b00111: alu_compare = 32'b0;
			5'b01101: alu_compare = 32'b0;
			5'b00101: alu_compare = 32'b0;
			5'b00001: alu_compare = 32'b0;
			5'b11100: alu_compare = result_o;
			5'b11110: alu_compare = result_o;
			5'b11101: alu_compare = result_o;
			5'b11111: alu_compare = result_o;
			5'b11000 : alu_compare = result_o;
			5'b11001 : alu_compare = result_o;
		endcase
	end
endfunction
endmodule
==> flow/run.sh <==
#!/bin/bash
# OpenROAD 26Q1-2900-gdf79404cd8, Yosys 0.63+post, stock flow scripts
make -C /OpenROAD-flow-scripts/flow DESIGN_CONFIG=/design/flow/config.mk WORK_HOME=/design/flow/orfs finish
==> flow/config.mk <==
export PLATFORM = sky130hd
export DESIGN_NAME = miriscv_alu
export DESIGN_NICKNAME = miriscv_alu
export VERILOG_FILES = /design/flow/design.v
export SDC_FILE = /design/flow/constraint.sdc
export NUM_CORES = 4
export LEC_CHECK = 1
export CORE_UTILIZATION = 40
==> flow/constraint.sdc <==
current_design miriscv_alu

set clk_period 10.4
set clk_io_pct 0.2

create_clock -name clk0 -period $clk_period

set non_clock_inputs [all_inputs -no_clocks]
set_input_delay [expr $clk_period * $clk_io_pct] -clock clk0 $non_clock_inputs
set_output_delay [expr $clk_period * $clk_io_pct] -clock clk0 [all_outputs]
==> flow_summary.ini <==
; implementation run metrics
[placed_design]
dp_hpwl_mm = 44.1
dpl-instance-area_sq_mm = 0.0116
globalplace.congestion = 1.10
portBuffers = 102

[layout]
design.seq.count = 0
drive_gt1_share_pct = 8.37
regArea_sq_um = 0
final_area_sq_mm = 0.0116
clkbuf_count = 0
n_fill_cell = 2677
area_growth_pct = 10.3

[yosys]
ys_seq_share_pct = 0
syn-instance-count = 1594
ys_area_sq_mm = 0.0105
yosysWarningCount = 1
syn_area_sq_mm = 0.0105
ys_cells = 1594
syn_area_per_cell_sq_um = 6.59
yosysUniqueCellTypes = 97

[global_routing]
grt-ovfl-total = 0
grt_pass1_vias = 12400
grt_usage_pct = 42.8
antenna_found_initial = 1
grt_pass1_wl_mm = 82.6
grt_max_degree = 65

[final_timing]
finalSetupViolations = 0
tightest_slew_ns = 1.25
maxSlewHeadroom_pct = 16.0
fmax_ghz = 0.114
slew_violations = 0
finalCritPeriodShare_pct = 84.0
rsz0062_at_grt = false
timing.final.crit_period_ns = 8.74
tns_ns = 0
hold_viol = 0

[worst_setup_path]
crit_type = primary input to output port
critPathCaptureType = output port
critPathRequiredTime_ns = 8.32
worstPathArrival_ns = 6.66
cpPeakStageDelay_ns = 0.92
cp_max_fo = 12
crit_slowest_cell = clkdlybuf4s50_1
cp_cell_sequence = clkdlybuf4s50_1, inv_1, ha_1, or2_1, nor4_2, nand2_1, a211oi_1, o311ai_1, a21oi_1, o21bai_1, a211oi_1, o32a_1, clkdlybuf4s50_1
worstSetupStartpointType = primary input
path_buffers = 3
cp_top_family = AND-OR/OR-AND gates

[route]
routedWlPerCell_um = 29.1
num_vias = 13400
dr.first_iter.drc_count = 1678
drcViolationCount = 0
totalWireLength_mm = 56.3
drtPass1Iterations = 5
ant_nets = 0
vias_per_cell = 6.93

[floorplan]
rows = 58
core-area_sq_mm = 0.0255
chip_area_sq_mm = 0.0269
fp-utilization_pct = 41.2
die_w_um = 164
io_pins = 102
die_h_um = 164

[worst_hold_path]
hold_class = primary input to output port

[run]
warning_count = 96
max_cap_violations = 0

[clocking]
cts_resized = 0
cts_setup_buffers = 0
cts_hold_buf = 0

[power_and_ir_drop]
p_leak_uw = 0.00466
power_density_mw_per_mm2 = 54.4
peakVddDrop_v = 0.0000484
p_total_uw = 630

[outcome]
status = finished, final reports clean
layout by cell type, fill, tap and decap left out, types with 7 or more instances in the layout:
cell	n
nor3_1	40
o22ai_1	21
nand4_1	10
a221o_1	9
buf_4	39
mux2_2	15
nor2b_1	8
a211o_1	17
and3_1	11
a221oi_1	12
nand3_1	34
o21ai_0	106
ha_1	96
clkdlybuf4s50_1	98
inv_1	103
a21oi_1	149
a21o_1	15
a22oi_1	34
mux4_2	36
nand2_1	157
and2_1	7
o31ai_1	16
or3_1	12
o211ai_1	17
o221ai_1	10
nand2b_1	17
nor4_1	19
o21a_1	9
o32ai_1	7
o21ai_1	14
nor2_1	183
mux2i_1	68
a211oi_1	39
o311ai_1	7
o21bai_1	9
a31oi_1	21
area by class of cell:
cell class,instances,area (sq um),area share [%]
antenna,1,2.50,0.0216
inverter,110,413,3.57
multi-input combinational,1351,9460,81.7
tap,330,413,3.57
timing repair buffer,140,1290,11.1
where the power goes:
| group | leakage (uW) | internal (uW) | switching (uW) |
|---|---|---|---|
| logic | 0.00466 | 248 | 383 |
| clock network | 0.00000000941 | -0.0000000000185 | 0 |
| registers | 0 | 0 | 0 |
kinds of logic after synthesis:
group / Yosys count / synth area share (%)
adders and majority gates: 98 / 11.8
xor gates and xnor gates: 7 / 0.584
and+or+nand+nor: 532 / 23.3
AOI/OAI and AO/OA: 592 / 37.9
buffers and inverters: 243 / 10.0
muxes: 122 / 16.4
Yosys cell counts, types with 12 or more instances:
cell type	number	area share, %
a211o_1	17	1.4
a211oi_1	39	2.8
a21o_1	15	1.1
a21oi_1	149	7.1
a221oi_1	12	1.0
a22oi_1	34	2.4
a31oi_1	21	1.3
buf_2	34	1.6
clkbuf_1	76	2.7
ha_1	96	11
inv_1	104	3.7
mux2_2	15	1.6
mux2i_1	68	6.5
mux4_2	36	7.7
nand2_1	157	5.6
nand2b_1	17	1.0
nand3_1	34	1.6
nor2_1	184	6.6
nor3_1	41	2.0
nor4_1	20	1.2
o211ai_1	17	1.2
o21ai_0	106	5.1
o21ai_1	14	0.67
o22ai_1	21	1.3
o31ai_1	16	1.1
or3_1	12	0.72
per-stage QoR:
step	instances	utilization, %	setup WS (ns)	hold slack [ns]
6_report	1932	45.5	1.66	5.25
5_1_grt	1931	45.5	1.43	5.30
4_1_cts	1931	45.5	1.82	5.23
3_5_place_dp	1931	45.5	1.84	5.22
3_3_place_gp	1931	45.5	1.85	5.22
2_1_floorplan	1594	-	2.73	4.34
per-layer routing:
layer  global-route usage (%)  share of wire [%]  wire (um)  vias to the layer above
met4                     19.4                5.4       3020                        2
met2                     63.1                 42      23900                      843
met1                     60.1                 42      23700                     6412
met5                     1.89               0.11         63                        -
li1                         -                  -          -                     6011
met3                     8.70                 10       5600                      128
path summary, 6_finish.rpt:
| kind | from | end | slack (ns) | cells after the start |
|---|---|---|---|---|
| setup / recovery | operand_a_i[13] | result_o[31] | 1.66 | 13 |
| hold / removal | operand_b_i[1] | result_o[1] | 5.25 | 5 |
Power is estimated from default activity; no workload was simulated.
