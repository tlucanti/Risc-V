## flow/config.mk

```make
export PLATFORM = sky130hd
export DESIGN_NAME = miriscv_csr
export DESIGN_NICKNAME = miriscv_csr
export VERILOG_FILES = /design/flow/design.v
export SDC_FILE = /design/flow/constraint.sdc
export NUM_CORES = 4
export LEC_CHECK = 1
export CORE_UTILIZATION = 50
```

## flow/constraint.sdc

```tcl
current_design miriscv_csr

set clk_period 12.3
set clk_io_pct 0.2

create_clock -name clk0 -period $clk_period [get_ports {clk}]

set non_clock_inputs [all_inputs -no_clocks]
set_input_delay [expr $clk_period * $clk_io_pct] -clock clk0 $non_clock_inputs
set_output_delay [expr $clk_period * $clk_io_pct] -clock clk0 [all_outputs]
```

## flow/design.v

```verilog
`timescale 1ns / 1ps
module miriscv_csr(clk, reset, csr_opcode_i, csr_mcause_i, csr_pc_i,
    csr_address_i, csr_write_data_i, csr_mie_o, csr_mtvec_o, csr_mepc_o,
    csr_read_data_o);
input           clk;
input           reset;
input   [2:0]   csr_opcode_i;
input   [31:0]  csr_mcause_i;
input   [31:0]  csr_pc_i;
input   [11:0]  csr_address_i;
input   [31:0]  csr_write_data_i;
output  [31:0]  csr_mie_o;
output  [31:0]  csr_mtvec_o;
output  [31:0]  csr_mepc_o;
output  [31:0]  csr_read_data_o;
reg     [31:0]  mie;
reg     [31:0]  mtvec;
reg     [31:0]  mscratch;
reg     [31:0]  mepc;
reg     [31:0]  mcause;
assign  csr_mie_o       = mie;
assign  csr_mtvec_o     = mtvec;
assign  csr_mepc_o      = mepc;
assign  csr_read_data_o = get_reg(csr_address_i);
always @(posedge clk) begin
    if (reset) begin
        mie         <= ~(32'd0);
        mtvec       <= 32'd0;
        mscratch    <= 32'd0;
        mepc        <= 32'd0;
        mcause      <= 32'd0;
    end else if (csr_opcode_i[2]) begin
        mepc        <= csr_pc_i;
        mcause      <= csr_mcause_i;
    end else if (csr_opcode_i != 2'd0) begin
        case (csr_address_i)
            12'h304: mie      <= do_instr(mie);
            12'h305: mtvec    <= do_instr(mtvec);
            12'h340: mscratch <= do_instr(mscratch);
            12'h341: mepc     <= do_instr(mepc);
            12'h342: mcause   <= do_instr(mcause);
        endcase
    end
end
function automatic [31:0] do_instr;
    input   [31:0]  reg_val;
    begin
        case (csr_opcode_i[1:0])
            2'd1: do_instr = csr_write_data_i;
            2'd2: do_instr = csr_write_data_i | reg_val;
            2'd3: do_instr = ~csr_write_data_i & reg_val;
        endcase
    end
endfunction
function automatic [31:0] get_reg;
    input   [11:0]  address;
    begin
        case (address)
            12'h304: get_reg = mie;
            12'h305: get_reg = mtvec;
            12'h340: get_reg = mscratch;
            12'h341: get_reg = mepc;
            12'h342: get_reg = mcause;
            default: get_reg = 32'd0;
        endcase
    end
endfunction
endmodule
```

## flow/run.sh

```bash
#!/bin/bash
# OpenROAD 26Q1-2900-gdf79404cd8, Yosys 0.63+post, stock flow scripts
make -C /OpenROAD-flow-scripts/flow DESIGN_CONFIG=/design/flow/config.mk WORK_HOME=/design/flow/orfs finish
```

==> impl_metrics.csv <==
group,metric,value,unit
final_timing,setup-tns-final,0,ns
drt,post-route-drc-count,0,
cts,ctsResizeCount,0,
worst_hold_path,hold_path.class,"reg -> reg",
cells_and_area,post_route_cells_drive_above_1_share,6.661,%
placed_design,place.port_buffers,240,
final_timing,post-route-min-period,7.833,ns
final_timing,fin_crit_sh,63.68,%
grt,number_of_global_route_vias_before_repair,8761,
floorplan,initial_cell_density_of_the_core,50.90,%
final_timing,timing_max_transition_violations_final,0,
yosys,synth_cells,1107,
worst_hold_path,hold-path-cell-count,2,
yosys,synth_seq_share,35.03,%
yosys,synth.yosys.chip_area,9144,um^2
yosys,async_flop_share,0,%
yosys,synth.lib_cells_used.distinct,43,
cells_and_area,postLayoutCellArea,12120,um^2
floorplan,coreArea,17960,um^2
worst_setup_path,crit_fanout,16,
yosys,synthesis.area,9144,um^2
grt,antenna_found_initial,0,
cells_and_area,post-route-util,67.46,%
grt,wire_length_of_the_first_global_routing_pass,49450,um
placed_design,gp_routability_congestion,0.8820,
worst_setup_path,critical_path.startpoint_type,"input pin",
yosys,post_synthesis_cell_count_from_yosys,1107,
cts,cts_max_level,4,
final_timing,worstMarginPinSlew,0.9103,ns
grt,grt_util_all_layers,35.02,%
yosys,flip_flops_with_a_built_in_enable,0,
pwr,totalPowerFinal,0.001253,W
cells_and_area,layout_top_cells_excl_fill_tap,"clkdlybuf4s50_1 (234), dfxtp_1 (160), nand2_1 (99)",
cts,tritoncts_num_sinks,160,
floorplan,dieHeight,137.2,um
worst_setup_path,critical_path.endpoint_type,"primary output",
placed_design,dpl.hpwl,19100,um
cts,cts_tree,"done",
drt,avgRoutedWirePerCell,21.40,um
cts,post_cts_hold_buffer_count,0,
worst_setup_path,worst_ep_arrival_time,5.37,ns
cts,worst_skew_pair.late_latency,0.42,ns
floorplan,core_rows,49,
flow_run,openroad.warnings,26,
drt,antenna_left,0,
grt,grt_overflow_total,0,
worst_setup_path,worstSetupStartpoint,"csr_address_i[3]",
placed_design,postPlaceCellArea,11540,um^2
cts,post_cts_buffers,0,
pwr,leakagePower,4.522,nW
run_status,outcome,"completed",
worst_setup_path,crit_type,"in -> out",
cells_and_area,layout_area_overhead,32.53,%
cts,clkSlewWorstSetupHoldPaths,0.06,ns
final_timing,maxSlewHeadroom,39.13,%
yosys,syn_avg_cell_area,8.260,um^2
floorplan,die_width,137.2,um
worst_setup_path,critical_path.reg2reg.startpoint,"mcause[5]",
worst_setup_path,worst-endpoint-required,9.84,ns
flow_run,cap_violations,0,
pwr,ir_worst_vdd,0.1008,mV
yosys,ys_seq_elements,160,
drt,antenna_cells_inserted,0,
drt,drt-pass1-iter-count,7,
pwr,power_dens_cells,103.4,nW/um^2
cts,cts_inserted_buffers,17,
floorplan,io_pins,241,
final_timing,max_freq,127.7,MHz
grt,grt_max_degree,72,
yosys,yosys_warnings,161,
yosys,yosys_most_used_dff,"dfxtp_1",
cts,clk_path_buf_depth,2,
final_timing,finalSetupViolCount,0,
drt,drt_first_iter_violations,762,
final_timing,report.final.hold_viol_count,0,
final_timing,grt_setup_unrepaired,"false",
floorplan,die-area,18830,um^2
drt,drt-total-wl,32200,um
final_timing,clock_skew,0,ns
cts,ctsRootBufferMaster,"clkbuf_16",
drt,vias,9715,
worst_hold_path,hold_path.startpoint,"mscratch[19]",
drt,vias_per_cell,6.455,
cells_and_area,final_common_cell,"clkdlybuf4s50_1",
worst_setup_path,reg2regPathDepth,3,
## per-layer routing
| metal | wire, um | up-vias | GRT usage (%) |
|---|---|---|---|
| li1 | - | 4582 | - |
| met1 | 14190 | 4604 | 53.30 |
| met2 | 14390 | 473 | 52.02 |
| met3 | 2887 | 56 | 7.395 |
| met4 | 738 | 0 | 8.059 |
| met5 | 0 | - | 0 |
## cells in the mapped netlist, types with 2 or more instances
cell type / n / area [um^2]
a21oi_1: 36 / 180.2
a221oi_1: 29 / 254.0
a22o_1: 49 / 429.2
a22oi_1: 3 / 22.52
a2bb2oi_1: 28 / 245.2
a311oi_1: 32 / 280.3
a31oi_1: 32 / 200.2
and3_1: 34 / 212.7
and4_1: 2 / 17.52
buf_1: 3 / 11.26
buf_2: 6 / 30.03
clkbuf_1: 115 / 431.7
dfxtp_1: 160 / 3203
inv_1: 18 / 67.56
inv_2: 2 / 7.510
mux2_2: 3 / 33.78
mux2i_1: 61 / 610.6
nand2_1: 100 / 375.4
nand3_1: 34 / 170.2
nand4_1: 34 / 212.7
nor2_1: 36 / 135.1
nor2b_1: 35 / 219.0
nor4bb_1: 2 / 20.02
o21a_1: 28 / 210.2
o21ai_0: 96 / 480.5
o21bai_1: 29 / 217.7
o221a_1: 10 / 112.6
o221a_2: 7 / 78.83
o2bb2ai_1: 3 / 26.28
o311ai_0: 32 / 280.3
o31ai_1: 32 / 240.2
or2_2: 2 / 12.51
or3_1: 3 / 18.77
or3b_2: 2 / 17.52
## sequential cells by signal, indices dropped and copies added, names as in the netlist
name / cells
mcause: 32
mepc: 32
mie: 32
mscratch: 32
mtvec: 32
## critical path, cell delays in order
cell,delay (ns)
clkdlybuf4s50_1,0.44
nor4_2,0.62
nand3_1,0.71
buf_4,0.45
o21ai_0,0.20
clkdlybuf4s50_1,0.48
## stage by stage
stage | cells | hold slack [ns] | setup WS, ns
2_1_floorplan | 1107 | 0.4434 | 5.849
3_3_place_gp | 1473 | 0.4489 | 4.551
3_5_place_dp | 1473 | 0.4579 | 4.470
4_1_cts | 1505 | 0.4671 | 4.476
5_1_grt | 1505 | 0.4761 | 4.261
6_report | 1505 | 0.4658 | 4.467
## cell families after synthesis
logic type / after synthesis / share of synthesized area [%]
compound gates: 448 / 35.78
flops: 160 / 35.03
mux: 64 / 7.047
simple gates: 290 / 16.02
buf+inv: 145 / 6.117
## area by class of cell
cell class | count | area [um^2]
clock inverter | 13 | 137.6
sequential | 160 | 3203
timing repair buffer | 262 | 2540
fill | 1502 | 5846
tap | 229 | 286.5
multi-input combinational | 802 | 5431
inverter | 20 | 76.32
clock buffer | 19 | 442.9
## final timing paths
check	end	slack, ns
worst max-delay path	csr_read_data_o[12]	4.47
worst min-delay path	mscratch[19]	0.47
worst max register to register	mcause[5]	11.28
worst min register to register	mscratch[19]	0.47
## where the power goes
| part | internal (W) | switching, W |
|---|---|---|
| Combinational | 0.0000891 | 0.0000898 |
| Clock | 0.000304 | 0.000223 |
| Sequential | 0.000533 | 0.0000141 |
Power and IR drop assume default switching activity.
